==> flow/run.sh <==
#!/bin/bash
# OpenROAD 26Q1-2900-gdf79404cd8, Yosys 0.63+post, stock flow scripts
make -C /OpenROAD-flow-scripts/flow DESIGN_CONFIG=/design/flow/config.mk WORK_HOME=/design/flow/orfs finish
==> flow/config.mk <==
export PLATFORM = sky130hd
export DESIGN_NAME = npu_mac_array
export DESIGN_NICKNAME = npu_mac_array
export VERILOG_FILES = /design/flow/design.v
export SDC_FILE = /design/flow/constraint.sdc
export NUM_CORES = 4
export LEC_CHECK = 1
export CORE_UTILIZATION = 40
==> flow/constraint.sdc <==
current_design npu_mac_array

set clk_period 15.4
set clk_io_pct 0.2

create_clock -name clk0 -period $clk_period [get_ports {clk}]

set non_clock_inputs [all_inputs -no_clocks]
set_input_delay [expr $clk_period * $clk_io_pct] -clock clk0 $non_clock_inputs
set_output_delay [expr $clk_period * $clk_io_pct] -clock clk0 [all_outputs]
==> flow/design.v <==
module mac_int8 (
    input wire clk,
    input wire rst_n,
    input wire [7:0] a,       
    input wire [7:0] b,       
    input wire acc_clear,     
    output reg [31:0] acc     
);
always @(posedge clk or negedge rst_n) begin
    if (!rst_n) begin
        acc <= 32'b0;
    end else if (acc_clear) begin
        acc <= 32'b0;
    end else begin
        acc <= acc + ($signed(a) * $signed(b));
    end
end
endmodule
module npu_mac_array (
    input wire clk,
    input wire rst_n,
    input wire [7:0] weight_0, weight_1, weight_2, weight_3,
    input wire [7:0] weight_4, weight_5, weight_6, weight_7,
    input wire [7:0] weight_8, weight_9, weight_10, weight_11,
    input wire [7:0] weight_12, weight_13, weight_14, weight_15,
    input wire [7:0] input_0, input_1, input_2, input_3,
    input wire [7:0] input_4, input_5, input_6, input_7,
    input wire [7:0] input_8, input_9, input_10, input_11,
    input wire [7:0] input_12, input_13, input_14, input_15,
    input wire acc_clear,            
    output wire [31:0] result        
);
wire [31:0] acc_0, acc_1, acc_2, acc_3;
wire [31:0] acc_4, acc_5, acc_6, acc_7;
wire [31:0] acc_8, acc_9, acc_10, acc_11;
wire [31:0] acc_12, acc_13, acc_14, acc_15;
mac_int8 mac_0 (.clk(clk), .rst_n(rst_n), .a(weight_0), .b(input_0), .acc_clear(acc_clear), .acc(acc_0));
mac_int8 mac_1 (.clk(clk), .rst_n(rst_n), .a(weight_1), .b(input_1), .acc_clear(acc_clear), .acc(acc_1));
mac_int8 mac_2 (.clk(clk), .rst_n(rst_n), .a(weight_2), .b(input_2), .acc_clear(acc_clear), .acc(acc_2));
mac_int8 mac_3 (.clk(clk), .rst_n(rst_n), .a(weight_3), .b(input_3), .acc_clear(acc_clear), .acc(acc_3));
mac_int8 mac_4 (.clk(clk), .rst_n(rst_n), .a(weight_4), .b(input_4), .acc_clear(acc_clear), .acc(acc_4));
mac_int8 mac_5 (.clk(clk), .rst_n(rst_n), .a(weight_5), .b(input_5), .acc_clear(acc_clear), .acc(acc_5));
mac_int8 mac_6 (.clk(clk), .rst_n(rst_n), .a(weight_6), .b(input_6), .acc_clear(acc_clear), .acc(acc_6));
mac_int8 mac_7 (.clk(clk), .rst_n(rst_n), .a(weight_7), .b(input_7), .acc_clear(acc_clear), .acc(acc_7));
mac_int8 mac_8 (.clk(clk), .rst_n(rst_n), .a(weight_8), .b(input_8), .acc_clear(acc_clear), .acc(acc_8));
mac_int8 mac_9 (.clk(clk), .rst_n(rst_n), .a(weight_9), .b(input_9), .acc_clear(acc_clear), .acc(acc_9));
mac_int8 mac_10 (.clk(clk), .rst_n(rst_n), .a(weight_10), .b(input_10), .acc_clear(acc_clear), .acc(acc_10));
mac_int8 mac_11 (.clk(clk), .rst_n(rst_n), .a(weight_11), .b(input_11), .acc_clear(acc_clear), .acc(acc_11));
mac_int8 mac_12 (.clk(clk), .rst_n(rst_n), .a(weight_12), .b(input_12), .acc_clear(acc_clear), .acc(acc_12));
mac_int8 mac_13 (.clk(clk), .rst_n(rst_n), .a(weight_13), .b(input_13), .acc_clear(acc_clear), .acc(acc_13));
mac_int8 mac_14 (.clk(clk), .rst_n(rst_n), .a(weight_14), .b(input_14), .acc_clear(acc_clear), .acc(acc_14));
mac_int8 mac_15 (.clk(clk), .rst_n(rst_n), .a(weight_15), .b(input_15), .acc_clear(acc_clear), .acc(acc_15));
reg signed [31:0] stage1_0, stage1_1, stage1_2, stage1_3;
reg signed [31:0] stage1_4, stage1_5, stage1_6, stage1_7;
always @(posedge clk or negedge rst_n) begin
    if (!rst_n) begin
        stage1_0 <= 0; stage1_1 <= 0; stage1_2 <= 0; stage1_3 <= 0;
        stage1_4 <= 0; stage1_5 <= 0; stage1_6 <= 0; stage1_7 <= 0;
    end else begin
        stage1_0 <= $signed(acc_0) + $signed(acc_1);
        stage1_1 <= $signed(acc_2) + $signed(acc_3);
        stage1_2 <= $signed(acc_4) + $signed(acc_5);
        stage1_3 <= $signed(acc_6) + $signed(acc_7);
        stage1_4 <= $signed(acc_8) + $signed(acc_9);
        stage1_5 <= $signed(acc_10) + $signed(acc_11);
        stage1_6 <= $signed(acc_12) + $signed(acc_13);
        stage1_7 <= $signed(acc_14) + $signed(acc_15);
    end
end
reg signed [31:0] stage2_0, stage2_1, stage2_2, stage2_3;
always @(posedge clk or negedge rst_n) begin
    if (!rst_n) begin
        stage2_0 <= 0; stage2_1 <= 0; stage2_2 <= 0; stage2_3 <= 0;
    end else begin
        stage2_0 <= stage1_0 + stage1_1;
        stage2_1 <= stage1_2 + stage1_3;
        stage2_2 <= stage1_4 + stage1_5;
        stage2_3 <= stage1_6 + stage1_7;
    end
end
reg signed [31:0] stage3_0, stage3_1;
always @(posedge clk or negedge rst_n) begin
    if (!rst_n) begin
        stage3_0 <= 0; stage3_1 <= 0;
    end else begin
        stage3_0 <= stage2_0 + stage2_1;
        stage3_1 <= stage2_2 + stage2_3;
    end
end
reg signed [31:0] result_reg;
always @(posedge clk or negedge rst_n) begin
    if (!rst_n) begin
        result_reg <= 0;
    end else begin
        result_reg <= stage3_0 + stage3_1;
    end
end
assign result = result_reg;
endmodule
==> impl_metrics.ini <==
; yosys + openroad results
[power_and_ir_drop]
p_leak_uw = 0.0554
irDropWorstVdd_mv = 0.0972
p_per_area_mw_per_mm2 = 175

[sta]
clock.fmax_ghz = 0.114
finalSetupViolCount = 0
totalNegativeSetupSlack_ps = 0
setup_ws_ps = 6620
grt_setup_unrepaired = no
hold_viol = 0
hold_slack_ps = 477
final.setup_skew_ps = 14.2
slew_headroom_pct = 32.3
tightest_slew_ps = 1010
period_used_pct = 57.0
min_period_ps = 8780
maxSlewViolCount = 0

[global_routing]
antenna_found_initial = 7
grt_pass1_wl_mm = 389
grt_max_degree = 135
grt_pass1_vias = 75200
overflow = 0
globalRouteTotalUtil_pct = 19.5

[place]
gp_congestion = 0.922
port_buffers = 290
placed_cell_area_mm2 = 0.107
dp_slack_ps = 5880
dp_hpwl_mm = 188

[job]
warning_count = 72
max_cap_violations = 0

[drt]
drc = 0
wl_per_cell_um = 15.9
dr.pass1.iters = 6
postRouteAntennaNets = 0
routed_wl_mm = 235
vias = 76300
via_per_inst = 5.16
drtIter0Drc = 3927

[layout]
final_layout_size_suffix_gt1_share_pct = 3.14
syn_to_final_growth_pct = 10.9
fin_area_mm2 = 0.112
fillers = 23100
final_core_util_pct = 44.7

[clock_network]
cts_resized = 0
cts_sinks = 992
post-cts-setup-buffers = 0
cts_tree = built
clk_pin_slew_worst_paths_ps = 60
numCtsBuffers = 113
cts_root_buf = clkbuf_16
htree_num_levels = 3
cts_buffer_depth = 3
hold_buffers = 0
clock.latency.late_pin_ps = 730

[yosys]
synth_top_flop_cell = dfrtp_1
synth.avg_cell_area_um2 = 9.12
synth.distinct_cells = 107
ys_ff = 992
synth_area_leader_cell = dfrtp_1
yosysCellCount = 11000
syn_area_mm2 = 0.101
yosys-top-cells-count = 1329 x ha_1, 1174 x inv_1, 992 x dfrtp_1
synth_async_sr_flop_share_pct = 100
top_cells_by_area = dfrtp_1 25%, ha_1 17%, fa_1 12%
yosys-stat-area_mm2 = 0.101
most_common_cell = ha_1
ys_seq_share_pct = 24.7
top_area_share_pct = 24.7
yosysWarnings = 2
netlist_instances = 11000
edf_count = 0

[floorplan]
fp_util_pct = 40.3
io_pins = 291
die_w_um = 503
rows = 183
die-area_mm2 = 0.253
core_mm2 = 0.249
die_y_um = 503

[worst_setup_path]
startpoint_type = input pin
worstSetupPathType = input pin to register
cp_data_required_time_ps = 15980
worst-path-max-fanout = 8
worstPathArrival_ps = 9360
end_kind = register

[run_status]
status = complete, no violations

[min_path]
min_path_type = register to register
[report_power, final]
| part | internal (uW) | switching [uW] | total (uW) |
|---|---|---|---|
| clock network | 1770 | 1150 | 2920 |
| registers | 3300 | 462 | 3760 |
| logic | 5400 | 7400 | 12800 |
| total | 10500 | 9010 | 19500 |
[metrics by stage]
stage	std cells	power, uW
CTS	14800	19700
global placement	14500	16500
floorplan	11000	13400
finish	14800	19500
global route	14800	21400
detailed placement	14500	16500
[per-layer routing]
metal  vias up  GRT usage (%)  share of wire [%]
met5         -              0                  0
met2      1255           30.0                 45
met3       239           2.66                4.1
met4         0           4.14                2.6
li1      38400              -                  -
met1     36300           30.1                 48
[placed cells by master, fill, tap and decap left out, types with 349 or more instances in the layout]
cell type  count
nor2_1       799
xnor2_1      603
ha_1        1329
dfrtp_1      992
a21o_1       349
fa_1         607
inv_1       1174
and2_1       910
nand2_1      578
a21oi_1      860
[critical path, stage by stage]
cell and delay (ps):
clkdlybuf4s50_1 550, and2_1 250, fa_1 440, fa_1 490, inv_1 50, fa_1 480, fa_1 490, inv_1 40
ha_1 310, a21oi_1 230, o21bai_1 90, a21oi_1 220, nor2b_1 90, o2111ai_1 190, nand3_1 120, o41a_1 330
xnor2_1 200, ha_1 310, a211oi_1 240, nand2_1 80, o31ai_1 710, nor3_1 140, xnor2_1 180, nor2_1 50
[cell families (layout without fill, tap and decap cells)]
logic type,count (synthesis),after routing,synth area share (%)
AND/OR/NAND/NOR,3385,3385,17.4
AND-OR/OR-AND,2441,2441,15.8
adder cells (fa/ha/maj),1936,1936,28.6
buffers and inverters,1297,1700,4.87
flip-flops,992,992,24.7
XOR/XNOR,936,936,8.15
multiplexers,42,42,0.460
other,0,4,0
[final cells by class]
class | instances | area (um2) | area share (%)
clock inverters | 56 | 717 | 0.643
flip-flops and latches | 992 | 24800 | 22.3
multi-input cells | 8740 | 70900 | 63.6
well taps | 3330 | 4170 | 3.74
inverters | 1174 | 4410 | 3.95
repair buffers | 311 | 3150 | 2.82
clock buffers | 159 | 3370 | 3.02
diodes | 4 | 10.0 | 0.00898
[worst paths after layout]
kind | start | end | slack (ps) | depth (start not counted)
worst max-delay path | input_1[2] | mac_1.acc[24] | 6620 | 24
worst min-delay path | stage1_3[0] | stage2_1[0] | 480 | 1
worst max register to register | stage1_5[0] | stage2_2[30] | 11760 | 12
worst min register to register | stage1_3[0] | stage2_1[0] | 480 | 1
max in group asynchronous | rst_n | stage2_1[14] | 10650 | 4
min in group asynchronous | rst_n | mac_5.acc[0] | 2290 | 1
Power and IR drop assume default switching activity.
